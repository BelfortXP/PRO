File: design/flow/design.v
`timescale 1ns / 1ps
module Counter74160(
    input clk,
    input ET, EP,
    input CR_n,
    input LD_n,
    input D3, D2, D1, D0,
    output reg Q3, Q2, Q1, Q0,
    output rco
    );
    assign rco = ET&Q3&Q0;
    always@(posedge clk, negedge CR_n)
    begin
        if(~CR_n)
            {Q3, Q2, Q1, Q0} <= 4'b0000;
        else if(~LD_n)
            {Q3, Q2, Q1, Q0} <= {D3, D2, D1, D0};
        else if(ET & EP == 1'b1)
        begin
            if({Q3, Q2, Q1, Q0} != 4'b1001)
                {Q3, Q2, Q1, Q0} <= {Q3, Q2, Q1, Q0} + 1;
            else {Q3, Q2, Q1, Q0} <= 4'b0000;    
        end        
    end
endmodule
`timescale 1ns / 1ps
module Counter_Module6(
    input clk,
    input ET, EP,
    input CR_n,
    input LD_n,
    input D2, D1, D0,
    output reg Q2, Q1, Q0,
    output rco
    );
    assign rco = ET&Q2&Q0;
    always@(posedge clk, negedge CR_n)
    begin
        if(~CR_n)
            {Q2, Q1, Q0} <= 3'b000;
        else if(~LD_n)
            {Q2, Q1, Q0} <= {D2, D1, D0};
        else if(ET & EP == 1'b1)
        begin
            if({Q2, Q1, Q0} != 3'b101)
                {Q2, Q1, Q0} <= {Q2, Q1, Q0} + 1;
            else {Q2, Q1, Q0} <= 3'b000;    
        end        
    end
endmodule
`timescale 1ns / 1ps
module Counter_Module60(
    input clk,
    input ld_n,
    output Q6, Q5, Q4, Q3, Q2, Q1, Q0
    );
    reg rco;
    Counter74160 u1(clk, 1, 1, 1, ld_n, 0, 0, 0, 0, Q3, Q2, Q1, Q0, rco);
    Counter_Module6 u2(clk, rco, rco, ~(Q6&Q5), ld_n, 0, 0, 0, Q6, Q5, Q4);
endmodule
File: design/flow/run.sh
#!/bin/bash
# OpenROAD 26Q1-2900-gdf79404cd8, Yosys 0.63+post, stock flow scripts
make -C /OpenROAD-flow-scripts/flow DESIGN_CONFIG=/design/flow/config.mk WORK_HOME=/design/flow/orfs finish
File: design/flow/config.mk
export PLATFORM = sky130hd
export DESIGN_NAME = Counter_Module60
export DESIGN_NICKNAME = Counter_Module60
export VERILOG_FILES = /design/flow/design.v
export SDC_FILE = /design/flow/constraint.sdc
export NUM_CORES = 4
export LEC_CHECK = 1
export CORE_AREA = 10 10 70 70
export DIE_AREA = 0 0 80 80
File: design/flow/constraint.sdc
current_design Counter_Module60

set clk_period 1.0
set clk_io_pct 0.2

create_clock -name clk0 -period $clk_period [get_ports {clk}]

set non_clock_inputs [all_inputs -no_clocks]
set_input_delay [expr $clk_period * $clk_io_pct] -clock clk0 $non_clock_inputs
set_output_delay [expr $clk_period * $clk_io_pct] -clock clk0 [all_outputs]
==> impl_metrics.ini <==
; implementation run metrics
[global_route]
use_met3 = 0.0205
grt_antenna_before_repair = 0
grt_max_degree = 8
track_usage = 0.0346
gr-max-usage-layer = met1
grt_pass1_wl_mm = 1.77
gr-total-overflow = 0
grtUsageMet2 = 0.0441
grtUsageMet1 = 0.0510
grt_pass1_vias = 379

[timing]
clock.fmax_ghz = 0.883
worst_pin_slew_ps = 248
slew_violations = 0
finClkSkew_ps = 3.78
rsz0062_at_grt = yes
post-route-min-period_ps = 1130
fin_ws_ps = -132
maxSlewHeadroom = 0.834
hold_viol_final = 0
setup_viol = 8
finalCritPeriodShare = 1.13

[route]
n_antenna_cell = 0
vias = 358
drc = 0
viasPerCell = 3.31
routedWlPerCell_um = 10.0
drtIter0Drc = 31
totalWireLength_mm = 1.08
dr.pass1.iters = 4
antenna_left = 0

[pwr]
power.share.sequential = 0.423
combPwrFrac = 0.206
power_mw = 0.705
net-switching-power_mw = 0.174
p_per_area_nw_per_um2 = 962
ir_drop_mv = 0.497
clkPwrFrac = 0.371
p_leak_nw = 0.316
p_int_mw = 0.531
switching_share = 0.247

[status]
violations = setup timing
status = finished with violations

[yosys]
netlist_instances = 33
yosys_area_um2 = 333
synth_area_um2 = 333
yosysSeqAreaShare = 0.466
yosysWarningCount = 14
top_area_frac = 0.241
most_common_cell = nand2_1
edf_count = 0
async_flop_share = 0.429
synth-main-ff-cell = dfxtp_1
ys_types = 18
common_cells = nand2_1 (6), dfxtp_1 (4), nor3b_1 (4)
ys_top_cells_by_area = dfxtp_1 (24%), dfrtp_1 (23%), nor3b_1 (9.0%)
synth_top_cell_by_area = dfxtp_1
yosys_cells = 33
syn_avg_cell_area_um2 = 10.1
ys_ff = 7

[floorplan]
initCoreUtil = 0.0974
die_w_um = 80
die_area_um2 = 6400
io_pins = 9
rows = 21
die_h_um = 80
core_um2 = 3420

[cells_and_area]
drive_gt1_frac = 0.661
fin_cells = 108
area_delta_synth_final_pct = 120

[worst_setup_path]
path_max_fanout = 6
critPathRequiredTime_ps = 1140
end_kind = flop
rr_startpoint = u1.Q0
crit_path_start_kind = flop
arrival_ps = 1270
critPathLaunch = u1.Q0
crit_type = reg -> reg

[cts]
cts_buffer_depth = 2
htree_levels = 1
cts_hold_buf = 0
root_buffer = clkbuf_4
cts.sinks = 7
clk_pin_slew_ps = 50
cts_made_buffers = 3
clock_latency_ps = 250
cts_tree = yes

[run]
openroad.warnings = 29
maxCapViolCount = 0

[placed_design]
port_buffers = 8
hpwl_um = 579
dp_cells = 92
finalWeightedCongestion = 0.634

[hold_path]
min_path_type = reg -> async
power by group through the flow:
stage	Sequential, mW	Clock [mW]	Combinational [mW]
finish	0.298	0.261	0.145
CTS	0.297	0.263	0.0999
global route	0.300	0.292	0.159
critical path, stage by stage, from the launching register on:
cell	delay (ps)
dfxtp_4	350
buf_8	120
nand2_2	60
and3_2	200
o31a_1	280
worst paths after layout:
check,end,slack (ps),cells past startpoint
max reg2reg,u1.Q3,-130,4
min in group clk0,u1.Q0,570,2
max in group asynchronous,u2.Q0,580,2
min,u2.Q1,280,2
max,u1.Q3,-130,4
min reg2reg,u2.Q1,280,2
cells in the final DEF (no fill, tap or decap), types with 2 or more instances in the layout:
cell type,count
a21boi_1,2
clkdlybuf4s15_1,2
clkbuf_4,3
nand2_1,4
dfxtp_2,2
nor3b_1,2
nor3b_2,2
dfrtp_1,3
dfxtp_4,2
buf_4,8
ha_4,2
buf_6,9
buf_2,2
sequential cells by signal, summed over array words and instances, names as in the netlist:
signal  count
u1.Q2       1
u2.Q2       1
u2.Q1       1
u1.Q1       1
u2.Q0       1
u1.Q0       1
u1.Q3       1
area by class of cell:
class,instances,area [µm²]
inverters,1,6.26
multi-input cells,25,248
clock buffers,4,26.3
fillers,374,2680
flip-flops and latches,7,165
repair buffers,25,230
well taps,46,57.6
routing by layer:
metal	wire, µm	part of all wire	up-vias
met2	384	0.36	11
met4	0	0	0
met5	0	0	-
met1	594	0.55	172
li1	-	-	175
met3	102	0.094	0
repair_timing:
item	CTS	global route
setup buffers	10	2
resized	27	21
setup endpoints to repair	13	11
cloned	0	0
pin swaps	4	4
metrics by stage:
step                      instance area (µm²)  setup slack [ps]  hold slack, ps   util  setup TNS, ps
after global placement                    510             -70.5             175  0.149           -591
final                                     733              -132             276  0.215           -666
after floorplan                           335             -4.28             147      -          -4.28
after detailed placement                  510             -88.8             179  0.149           -772
after global routing                      733              -164             305  0.215          -1010
after CTS                                 639              -151             269  0.187           -657
kinds of logic (layout without fill, tap and decap cells):
group | count (synthesis) | in the layout | share of synthesized area
AOI/OAI and AO/OA | 4 | 4 | 0.0864
xor gates and xnor gates | 1 | 1 | 0.0263
adders and majority gates | 2 | 2 | 0.0752
buffers and inverters | 1 | 30 | 0.0113
DFF | 7 | 7 | 0.466
muxes | 1 | 1 | 0.0301
and+or+nand+nor | 17 | 17 | 0.305
Power is estimated from default activity; no workload was simulated.
