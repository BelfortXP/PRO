## /design/flow/run.sh

```bash
#!/bin/bash
# OpenROAD 26Q1-2900-gdf79404cd8, Yosys 0.63+post, stock flow scripts
make -C /OpenROAD-flow-scripts/flow DESIGN_CONFIG=/design/flow/config.mk WORK_HOME=/design/flow/orfs finish
```

## /design/flow/config.mk

```make
export PLATFORM = sky130hd
export DESIGN_NAME = scan_seg
export DESIGN_NICKNAME = scan_seg
export VERILOG_FILES = /design/flow/design.v
export SDC_FILE = /design/flow/constraint.sdc
export NUM_CORES = 4
export LEC_CHECK = 1
export CORE_AREA = 10 10 108 108
export DIE_AREA = 0 0 118 118
```

## /design/flow/constraint.sdc

```tcl
current_design scan_seg

set clk_period 3.5
set clk_io_pct 0.2

create_clock -name clk0 -period $clk_period [get_ports {clk}]

set non_clock_inputs [all_inputs -no_clocks]
set_input_delay [expr $clk_period * $clk_io_pct] -clock clk0 $non_clock_inputs
set_output_delay [expr $clk_period * $clk_io_pct] -clock clk0 [all_outputs]
```

## /design/flow/design.v

```verilog
`timescale 1ns / 1ps
module clock_div(    
    input clk,
    input rst_n,
    output reg clk_out
    );
    reg [25:0]cnt;
    parameter cnts = 100_000_000;
    always@(posedge clk,negedge rst_n)
    begin
        if(~rst_n)
        begin
            cnt <= 0;
            clk_out <= 0;
        end
        else if(cnt == (cnts>>1)-1)
        begin
            cnt <= 0;
            clk_out <= ~clk_out;
        end
        else
            cnt <= cnt + 1;
    end
endmodule
`timescale 1ns / 1ps
module clock_div_512Hz(    
    input clk,
    input rst_n,
    output reg clk_out
    );
    reg [25:0]cnt;
    parameter cnts = 195312;
    always@(posedge clk,negedge rst_n)
    begin
        if(~rst_n)
        begin
            cnt <= 0;
            clk_out <= 0;
        end
        else if(cnt == (cnts>>1)-1)
        begin
            cnt <= 0;
            clk_out <= ~clk_out;
        end
        else
            cnt <= cnt + 1;
    end
endmodule
`timescale 1ns / 1ps
module scan_seg(
    input rst,
    input clk,
    input [3:0] sec0,
    input [3:0] sec1,
    input [3:0] min0,
    input [3:0] min1,
    input [3:0] hour0,
    input [3:0] hour1,
    output [7:0] DIG,
    output [7:0] Y
    );
    wire clkout, clkout2;
    reg [2:0] scan_cnt;
    reg [3:0] show;
    reg [6:0] Y_r;
    reg [7:0] DIG_r;
    assign Y = {1'b1, (~Y_r[6:0])};
    assign DIG = ~DIG_r;
    clock_div c1(clk,rst,clkout);
    clock_div_512Hz c2(clk,rst,clkout2);
   always @(posedge clkout2 or negedge rst)
    begin
        if(!rst)
            scan_cnt <= 0;
        else begin
            scan_cnt <= scan_cnt + 1;
            if(scan_cnt == 3'd5)    scan_cnt <= 0;
        end
    end
    always @(scan_cnt)
    begin
        case(scan_cnt)
            3'b000 : DIG_r = 8'b0000_0001;
            3'b001 : DIG_r = 8'b0000_0010;
            3'b010 : DIG_r = 8'b0000_1000;
            3'b011 : DIG_r = 8'b0001_0000;
            3'b100 : DIG_r = 8'b0100_0000;
            3'b101 : DIG_r = 8'b1000_0000;
            default : DIG_r = 8'b0000_0000;
        endcase
    end
    always @(scan_cnt)
    begin
        case(scan_cnt)
            0 : show = sec0;
            1 : show = sec1;
            2 : show = min0;
            3 : show = min1;
            4 : show = hour0;
            5 : show = hour1;
        endcase
    end
    always @(show)
    begin
        case(show)
            0 : Y_r = 7'b0111111;
            1 : Y_r = 7'b0000110;
            2 : Y_r = 7'b1011011;
            3 : Y_r = 7'b1001111;
            4 : Y_r = 7'b1100110;
            5 : Y_r = 7'b1101101;
            6 : Y_r = 7'b1111101;
            7 : Y_r = 7'b0100111;
            8 : Y_r = 7'b1111111;
            9 : Y_r = 7'b1100111;
            default : Y_r = 7'b0000000;
        endcase
    end
endmodule
```

==> impl_metrics.json <==
{
  "grt_max_degree": 31,
  "port_buffers": 38,
  "syn_area_mm2": 0.001971,
  "synth-edff-count": 0,
  "clock_latency_ns": 0.26,
  "core-area_mm2": 0.009284,
  "setup_viol": 0,
  "netlist-cell-type-count": 44,
  "cap_violations": 0,
  "via_per_inst": 4.159,
  "p_total_uw": 521.5,
  "clockPowerShare_pct": 32.6,
  "grt_pass1_wl_um": 7500,
  "fin_crit_sh_pct": 60.50,
  "syn_avg_cell_area_um2": 9.474,
  "nFillCells": 1000,
  "num_antenna_cells": 0,
  "layout_setup_ws_ns": 1.383,
  "die_width_um": 118,
  "drtAntennaViolNets": 0,
  "placed_cell_area_mm2": 0.002475,
  "grt.overflow.total": 0,
  "via_count": 1547,
  "ir_drop_mv": 0.1544,
  "warnings": 30,
  "status": "finished, final reports clean",
  "post_cts_buffers": 0,
  "criticalPathCategory": "flip-flop to flip-flop",
  "numCtsBuffers": 3,
  "initCoreUtil_pct": 21.23,
  "p_leak_uw": 0.001028,
  "cts-resized-gates": 0,
  "wire_per_inst_um": 11.65,
  "synthFlopType": "dfrtp_1",
  "finalInstanceArea_mm2": 0.002520,
  "drv_slew": 0,
  "maxSlewHeadroom_pct": 46.61,
  "untimed_endpoints": 20,
  "tightest_slew_ns": 0.7948,
  "r2r_setup_slack_ns": 1.38,
  "setup_tns_ns": 0,
  "htreeDepth": 1,
  "post-place-ws_ns": 1.418,
  "power.share.sequential_pct": 59.9,
  "cts_tree": "yes",
  "cp-end-kind": "flip-flop",
  "grt_use_total_pct": 6.253,
  "dieHeight_um": 118,
  "r2r-end": "c2.cnt[5]",
  "antenna_found_initial": 0,
  "combPwrFrac_pct": 7.6,
  "unclocked_pins": 7,
  "critPathRequiredTime_ns": 3.61,
  "dpl.hpwl_um": 3375,
  "clk_pin_slew_ns": 0.08,
  "synth_cells": 208,
  "p_int_uw": 421.5,
  "power_switching_uw": 99.95,
  "drt-total-wl_um": 4333,
  "hold_class": "flip-flop to flip-flop",
  "finalClockSkew_ns": 0.001514,
  "row_count": 35,
  "hold_viol_final": 0,
  "clockBufferDepth": 2,
  "synth_stat.cells": 208,
  "rsz0062_at_grt": "false",
  "powerDensity_mw_per_mm2": 206.9,
  "r2r-start": "c2.cnt[4]",
  "io_pins": 42,
  "drc": 0,
  "place.gp.congestion": 0.8980,
  "cts.hold.buffers_added": 0,
  "synth-area-yosys_mm2": 0.001971,
  "swShare_pct": 19.17,
  "cp_max_fo": 14,
  "area_delta_synth_final_pct": 27.87,
  "dr.pass1.iters": 5,
  "drt_iter0_drc": 103,
  "min_period_ns": 2.117,
  "synth_warnings": 3,
  "reg2regPathDepth": 4,
  "crit_path_start_kind": "flip-flop",
  "crit_path_end": "c2.cnt[5]",
  "cp_data_arrival_time_ns": 2.23,
  "synthArstFlopShare_pct": 88.24,
  "max_freq_mhz": 472.3,
  "cts_root_buf": "clkbuf_8",
  "numSynthFlops": 34,
  "crit_start": "c2.cnt[4]",
  "drive_gt1_share_pct": 6.173,
  "grt_pass1_vias": 1491,
  "die-area_mm2": 0.01392
}
-- power groups by stage --
stage         Clock [µW]  Sequential [µW]  Combinational (µW)
CTS                  177              312                40.5
global route         190              312                43.6
finish               170              312                39.4
-- registers in the layout (all words and copies together) (netlist names) --
| signal | count |
|---|---|
| c2.cnt | 26 |
| show | 4 |
| scan_cnt | 3 |
| c2.clk_out | 1 |
-- worst min-delay path by stage --
stage / from / end / slack (ns) / depth (start not counted)
final: c2.cnt[25] / c2.cnt[25] / 0.48 / 1
after CTS: c2.cnt[25] / c2.cnt[25] / 0.48 / 1
after global routing: c2.cnt[25] / c2.cnt[25] / 0.52 / 1
-- cell usage after synthesis (5+ instances only) --
| cell type | count | area (µm²) |
|---|---|---|
| nor2_1 | 17 | 63.81 |
| dfrtp_1 | 30 | 750.7 |
| inv_1 | 11 | 41.29 |
| nor3_1 | 5 | 25.02 |
| nand3_1 | 11 | 55.05 |
| a22oi_1 | 6 | 45.04 |
| o21ai_0 | 11 | 55.05 |
| xnor2_1 | 16 | 140.1 |
| a21oi_1 | 6 | 30.03 |
| clkbuf_1 | 6 | 22.52 |
| nand4_1 | 7 | 43.79 |
| ha_1 | 8 | 100.1 |
| nand2_1 | 13 | 48.80 |
| xor2_1 | 7 | 61.31 |
| nor4_1 | 6 | 37.54 |
-- layout by cell type (no fill, tap or decap), types with 2 or more instances in the layout --
cell type        count
clkbuf_8             3
nand3_1             11
conb_1               3
nand3b_1             2
nand3_2              2
and4_1               2
o21ai_0             11
nor4_1               6
nand4_1              7
clkdlybuf4s50_1     38
ha_1                 8
nor4_4               2
nor3_1               5
nor2_1              17
inv_1               11
or3_1                2
a22oi_1              6
o21a_1               2
nand2_1             13
mux2_2               4
xnor2_1             16
and2_1               2
a21oi_1              6
o211ai_1             2
nor2b_1              2
dlxtn_1              4
xor2_1               7
o31ai_1              2
dfrtp_1             30
-- kinds of logic (layout without fill, tap and decap cells) --
| logic type | after synthesis | after routing | share of synthesized area [%] |
|---|---|---|---|
| compound gates | 35 | 35 | 11.36 |
| fa+ha+maj | 8 | 8 | 5.080 |
| xor+xnor | 23 | 23 | 10.22 |
| simple gates | 82 | 82 | 24.95 |
| latches | 4 | 4 | 3.048 |
| mux | 4 | 4 | 2.286 |
| flops | 30 | 30 | 38.10 |
| buf+inv | 21 | 54 | 4.762 |
| other cells | 1 | 3 | 0.1903 |
-- per-stage QoR --
stage	utilization (%)	hold slack (ns)	instances
2_1_floorplan	-	0.4044	210
3_3_place_gp	26.66	0.4621	368
3_5_place_dp	26.66	0.4649	368
4_1_cts	27.14	0.4791	372
5_1_grt	27.14	0.5201	372
6_report	27.14	0.4766	372
-- layout make-up --
class / count / area (µm²) / share of cell area [%]
multi-input cells: 155 / 1074 / 42.60
flip-flops and latches: 34 / 810.8 / 32.17
repair buffers: 39 / 387.9 / 15.39
well taps: 129 / 161.4 / 6.405
clock buffers: 4 / 45.04 / 1.787
inverters: 11 / 41.29 / 1.639
-- layer usage --
metal  routed length [µm]  global-route usage [%]  vias to the layer above
met2                 1885                   9.545                       38
met3                  185                   1.313                        2
met1                 2244                   9.349                      705
met4                   17                  0.2318                        0
met5                    0                       0                        -
li1                     -                       -                      802
-- worst max-delay path, cell delays in order (launching register included) --
cell      delay [ns]
dfrtp_1         0.46
nand3_1         0.25
nand4b_1        0.31
nor4_4          0.71
o221ai_1        0.23
Power and IR drop assume default switching activity.
