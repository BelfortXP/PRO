==> design/flow/design.v <==
`timescale 1ns / 1ps
module mux_timerXY(
    input min,
    input hour,
    input tmp1,
    input tmp4,
    input in2,
    input in3,
    input clk1,
    input clk2,
    input clk3,
    input [3:0]s1,
    input [3:0]s2,
    input [3:0]m1,
    input [3:0]m2,
    input [3:0]h1,
    input [3:0]h2,
    input clock_on,
    input [3:0] clock_min1,
    input [3:0] clock_min2,
    input [3:0] clock_hour1,
    input [3:0] clock_hour2,
    output reg in_min,
    output reg in_hour,
    output reg clkout_min,
    output reg clkout_hour,
    output reg [1:0] bee_in
    );
    always @(clk3 or min or hour or s2)
        if(min)
        begin
            clkout_min <= clk2;
            clkout_hour <= clk1;
            in_min <= in2;
            in_hour <= in3;
        end
        else if(hour)
        begin
             clkout_min <= clk1;
             clkout_hour <= clk2;
             in_min <= tmp1;
             in_hour <= in2;
         end
        else if(~min & ~hour)
        begin
        if(10*m1 + m2 == 59 && 10*s1 + s2 == 59)
        begin  
            clkout_min <= clk1;
            clkout_hour <= clk1;
            in_min <= tmp1;
            in_hour <= in2;
        end
        else begin
            clkout_min <= clk1;
            clkout_hour <= clk1;
            in_min <= tmp1;
            in_hour <= in3;
        end
        if((10*m1 + m2 == 59 && 10*s1 + s2 == 50) || (10*m1 + m2 == 59 && 10*s1 + s2 == 52) || (10*m1 + m2 == 59 && 10*s1 + s2 == 54) || (10*m1 + m2 == 59 && 10*s1 + s2 == 58))
            bee_in <= 2'b01;
        else if(10*m1 + m2 == 00 && 10*s1 + s2 == 00)
            bee_in <= 2'b10;
        else if(clock_on) 
        begin
            if((m1 == clock_min1) && (m2 == clock_min2) && (h1 == clock_hour1) && (h2 == clock_hour2))
                bee_in <= 2'b10;
        end
        else
            bee_in <= 2'b00;
        end
endmodule
==> design/flow/run.sh <==
#!/bin/bash
# OpenROAD 26Q1-2900-gdf79404cd8, Yosys 0.63+post, stock flow scripts
make -C /OpenROAD-flow-scripts/flow DESIGN_CONFIG=/design/flow/config.mk WORK_HOME=/design/flow/orfs finish
==> design/flow/config.mk <==
export PLATFORM = sky130hd
export DESIGN_NAME = mux_timerXY
export DESIGN_NICKNAME = mux_timerXY
export VERILOG_FILES = /design/flow/design.v
export SDC_FILE = /design/flow/constraint.sdc
export NUM_CORES = 4
export LEC_CHECK = 1
export CORE_AREA = 10 10 94 94
export DIE_AREA = 0 0 104 104
==> design/flow/constraint.sdc <==
current_design mux_timerXY

set clk_period 6.1
set clk_io_pct 0.2

create_clock -name clk0 -period $clk_period

set non_clock_inputs [all_inputs -no_clocks]
set_input_delay [expr $clk_period * $clk_io_pct] -clock clk0 $non_clock_inputs
set_output_delay [expr $clk_period * $clk_io_pct] -clock clk0 [all_outputs]
==> out/results.ini <==
[synth]
enable_flop_cells=0
yosys-top-cells-count=sky130_fd_sc_hd__xnor2_1, sky130_fd_sc_hd__ha_1, sky130_fd_sc_hd__a21oi_1, sky130_fd_sc_hd__inv_1, sky130_fd_sc_hd__nand4_1
synth_cell_type_count=50
synth_area_leader_cell=sky130_fd_sc_hd__ha_1
synth.yosys.chip_area_mm2=0.00119
synth_top_cell_by_count=sky130_fd_sc_hd__xnor2_1
synth_area_mm2=0.00119
synth_async_sr_flop_share=0
ys.flops=6
synthesis.instances=140
area_leaders=sky130_fd_sc_hd__ha_1, sky130_fd_sc_hd__xnor2_1, sky130_fd_sc_hd__dlxtn_1, sky130_fd_sc_hd__fa_1, sky130_fd_sc_hd__nand4_1
synthesis.yosys.warnings=1
flop_cell=sky130_fd_sc_hd__dlxtn_1
synth_area_per_cell_um2=8.47
ys_cells=140
synth.top_cell.area_share=0.148

[global_route]
grt_pass1_vias=1265
grt_pass1_wl_um=5910
largest_net_degree_at_the_start_of_global_routing=9
total_global_route_track_usage=0.0621
antenna_found_initial=0
grt_overflow=0

[pwr]
leak_pwr_nw=0.717
intPower_mw=0.0859
cellPowerDensity_mw_per_mm2=84.7
combPwrFrac=0.979
total_switching_power_mw=0.0734
power.share.clock=0
swShare=0.461
power_frac_seq=0.021
power.ir.vdd_worst_mv=0.0280

[final_layout]
area_growth_pct=58.6
post_route_cells_drive_above_1_share=0.0816

[sta]
grt_setup_unrepaired=false
timing.final.crit_period_ps=5990
finalCritPeriodShare=0.981
fmaxAchievable_mhz=167
finalSetupViolations=0
final_critical_path_setup_slack_ps=115
slew_violations=0
unclocked_regs=6
finalHoldViolCount=0
unconstrained_endpoints=8

[worst_setup_path]
data_arrival_time_of_the_critical_path_ps=4770
worstSetupStartpoint=s1[1]
worst_setup_path_end_kind=primary output
cp-start-kind=primary input
timing.critical_path.required_ps=4880
setup.worst_path.end=in_hour
category_of_the_most_critical_setup_path=primary input to primary output
crit_path_max_fanout=5

[floorplanning]
fp.dieArea_mm2=0.0108
floorplanUtilization=0.174
ioPinCount=56
floorplan.core_area_mm2=0.00683
floorplan.die.width_um=104
die-height_um=104
placementRows=30

[placement]
dpl.hpwl_um=3160
routabilityCongestion=0.866
pre_cts_ws_ps=-40.7
port-buffer-count=54

[drt]
vias_per_cell=4.23
detailedRoute.firstPassIterationCount=4
drc=0
postRouteWirelength_um=3480
dr_total_vias=1234
post_drt_wl_per_cell_um=11.9
antennaDiodeCount=0
drtAntennaViolNets=0
detailedRoute.firstIterationViolations=35

[outcome]
result_of_the_run=finished clean

[run]
max_cap_viol_count=0
warning_count=34

[clock_tree]
holdBufCountCts=0
setup_fix_buffers_added_after_clock_tree_synthesis=0

-- metal layers --
layer,part of all wire,global-route usage,vias up
met4,0,0,0
met1,0.49,0.0840,552
li1,-,-,640
met3,0.085,0.0194,0
met2,0.42,0.100,42
met5,0,0,-
-- power groups by stage --
stage         sequential [mW]  combinational [mW]  clock (mW)
finish                0.00341               0.156           0
global route          0.00358               0.172           0
CTS                   0.00344               0.153           0
-- worst max-delay path, cell delays in order --
cell	delay (ps)
sky130_fd_sc_hd__clkdlybuf4s50_1	490
sky130_fd_sc_hd__ha_1	320
sky130_fd_sc_hd__ha_1	220
sky130_fd_sc_hd__fa_1	610
sky130_fd_sc_hd__o211a_1	200
sky130_fd_sc_hd__nand3_1	80
sky130_fd_sc_hd__o211ai_1	300
sky130_fd_sc_hd__o211ai_1	170
sky130_fd_sc_hd__o21bai_1	200
sky130_fd_sc_hd__mux2_1	340
sky130_fd_sc_hd__dlxtn_1	230
sky130_fd_sc_hd__clkdlybuf4s50_1	390
-- layout by cell type, fill, tap and decap left out, types with 3 or more instances in the layout --
cell type | Yosys | layout
sky130_fd_sc_hd__a21o_1 | 3 | 3
sky130_fd_sc_hd__a21oi_1 | 8 | 8
sky130_fd_sc_hd__clkdlybuf4s50_1 | 0 | 51
sky130_fd_sc_hd__conb_1 | 1 | 4
sky130_fd_sc_hd__dlxtn_1 | 6 | 6
sky130_fd_sc_hd__fa_1 | 4 | 3
sky130_fd_sc_hd__ha_1 | 14 | 14
sky130_fd_sc_hd__inv_1 | 8 | 8
sky130_fd_sc_hd__mux2_2 | 3 | 3
sky130_fd_sc_hd__nand2_1 | 7 | 7
sky130_fd_sc_hd__nand2b_1 | 3 | 3
sky130_fd_sc_hd__nand3_1 | 4 | 4
sky130_fd_sc_hd__nand4_1 | 8 | 8
sky130_fd_sc_hd__nor2_1 | 5 | 5
sky130_fd_sc_hd__nor2b_1 | 4 | 4
sky130_fd_sc_hd__o211ai_1 | 4 | 4
sky130_fd_sc_hd__xnor2_1 | 18 | 18
-- sequential cells by signal, summed over array words and instances, names as in the netlist --
signal and count:
clkout_hour 1, bee_in 2, in_hour 1, in_min 1
clkout_min 1
-- cell type report --
class / count / area (µm²)
well taps: 96 / 120
flip-flops and latches: 6 / 90.1
multi-input cells: 128 / 1100
repair buffers: 54 / 544
fillers: 746 / 4950
inverters: 8 / 30.0
-- stage by stage --
step	TNS (ps)	utilization	instances	cell area, µm²	power (mW)
after global placement	-30.4	0.270	292	1850	0.154
after global routing	0	0.275	292	1880	0.176
after detailed placement	-40.7	0.270	292	1850	0.155
after CTS	0	0.270	292	1850	0.156
after floorplan	0	-	143	1200	0.0975
final	0	0.275	292	1880	0.159
-- kinds of logic after synthesis --
logic type | synth area share
xor+xnor | 0.140
other cells | 0.00316
fa+ha+maj | 0.215
latches | 0.0760
compound gates | 0.260
mux | 0.0464
buf+inv | 0.0348
simple gates | 0.225
-- what timing repair did --
| item | in CTS | in global routing |
|---|---|---|
| cloned | 0 | 0 |
| resized | 1 | 7 |
| setup endpoints to repair | 1 | 1 |
| pin swaps | 0 | 1 |
Power is estimated from default activity; no workload was simulated.
